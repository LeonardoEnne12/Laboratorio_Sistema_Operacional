===== flow/config.mk =====
export PLATFORM = sky130hd
export DESIGN_NAME = DecodBCDPC
export DESIGN_NICKNAME = DecodBCDPC
export VERILOG_FILES = /design/flow/design.v
export SDC_FILE = /design/flow/constraint.sdc
export NUM_CORES = 4
export LEC_CHECK = 1
export CORE_AREA = 10 10 70 70
export DIE_AREA = 0 0 80 80

===== flow/constraint.sdc =====
current_design DecodBCDPC

set clk_period 1.0
set clk_io_pct 0.2

create_clock -name clk0 -period $clk_period

set non_clock_inputs [all_inputs -no_clocks]
set_input_delay [expr $clk_period * $clk_io_pct] -clock clk0 $non_clock_inputs
set_output_delay [expr $clk_period * $clk_io_pct] -clock clk0 [all_outputs]

===== flow/design.v =====
module DivisaoCasasPC(NUM, C, D, U);
	input [9:0] NUM;
	output reg [3:0] C, D, U;
	integer i;
	always @(NUM) begin
		C = 4'b0000;
		D = 4'b0000;
		U = 4'b0000;
		for(i = 9; i >= 0; i = i - 1) begin
			if(C >= 5)
				C = C + 3;
			if(D >= 5)
				D = D + 3;
			if(U >= 5)
				U = U + 3;
			C = C << 1;
			C[0] = D[3];
			D = D << 1;
			D[0] = U[3];
			U = U << 1;
			U[0] = NUM[i];
		end
	end
endmodule
module NegativoPC(NUM,BIN,HEX);
	input [31:0] NUM;
	output reg [31:0] BIN;
	output reg [6:0] HEX;
	integer i;
	always@(*)begin
		BIN = NUM;
		if(BIN[31]==1)begin
			for(i=0;i<31;i=i+1)begin
				if(BIN[i]==1)
					BIN[i] = 0;
				else
					BIN[i] = 1;
			end
			BIN = BIN + 1;
			HEX = 7'b1111110;
		end
		else
			HEX = 7'b1111111;
	end
endmodule
module DecodBCDPC(NUM, HEX);
	input [3:0] NUM;
	output reg [6:0] HEX;
	always @(*) begin
		case(NUM)
			4'b0000:HEX = 7'b0000001;
			4'b0001:HEX = 7'b1001111;
			4'b0010:HEX = 7'b0010010;
			4'b0011:HEX = 7'b0000110;
			4'b0100:HEX = 7'b1001100;
			4'b0101:HEX = 7'b0100100;
			4'b0110:HEX = 7'b0100000;
			4'b0111:HEX = 7'b0001111;
			4'b1000:HEX = 7'b0000000;
			4'b1001:HEX = 7'b0000100;
			default:HEX = 7'b1111111;
		endcase
	end
endmodule
module SaidaDadosPC(Dado, OutWrite, CLK, Reset, Display1, Display2, Display3, Display4);
	input [31:0] Dado;
	wire [3:0] Centena, Dezena, Unidade;
	wire [6:0] HEXc, HEXd, HEXu, HEXn;
	wire [31:0] BIN;
	input OutWrite, CLK, Reset;
	output reg [6:0] Display1, Display2, Display3, Display4;
	initial begin
		Display3 = 7'b1111111;
		Display2 = 7'b1111111;
		Display1 = 7'b1111111;
		Display4 = 7'b1111111;
	end
	Negativo Negativo(.NUM(Dado), .BIN(BIN), .HEX(HEXn));
	DivisaoCasas DivisaoCasas(.NUM(BIN[9:0]), .C(Centena), .D(Dezena), .U(Unidade));
	DecodBCD DecodBCD_Centena (.NUM(Centena), .HEX(HEXc));
	DecodBCD DecodBCD_Dezena (.NUM(Dezena), .HEX(HEXd));
	DecodBCD DecodBCD_Unidade (.NUM(Unidade), .HEX(HEXu));
	always @(negedge CLK) begin
		if (Reset == 1) begin
			Display3 = 7'b1111111;
			Display2 = 7'b1111111;
			Display1 = 7'b1111111;
			Display4 = 7'b1111111;
		end
		if (OutWrite == 1) begin
			Display3 = HEXc;
			Display2 = HEXd;
			Display1 = HEXu;
			Display4 = HEXn;
		end
	end
endmodule

===== flow/run.sh =====
#!/bin/bash
# OpenROAD 26Q1-2900-gdf79404cd8, Yosys 0.63+post, stock flow scripts
make -C /OpenROAD-flow-scripts/flow DESIGN_CONFIG=/design/flow/config.mk WORK_HOME=/design/flow/orfs finish

==> impl_metrics.py <==
# Physical implementation metrics
metrics = {
    "floorplan": {
        "die.size.x_microns": 80,
        "fp_util_pct": 6.15,
        "ioPinCount": 11,
        "rows": 21,
        "die_y_microns": 80,
        "core_sq_um": 3420,
        "die-area_sq_um": 6400,
    },
    "timing": {
        "hold_viol": 0,
        "final.min_clock_period_ns": 1.39,
        "final-max-slew-violation-count": 0,
        "setup_ws_ns": -0.394,
        "worst_pin_slew_ns": 0.263,
        "maxClockFrequency_mhz": 717,
        "setup_viol": 7,
        "post-route-period-util_pct": 139,
        "maxSlewHeadroom_pct": 82.5,
        "fin_setup_tns_ns": -1.83,
        "rsz0062_at_grt": "true",
    },
    "layout": {
        "final_sequential_cell_count": 0,
        "layout-drive-gt1-share_pct": 73.3,
        "design_area_sq_um": 601,
        "final.fill_count": 378,
        "num-clock-buffers": 0,
        "area.sequential_sq_um": 0,
        "finish.cell_count_without_fillers": 106,
        "area_growth_syn_to_layout_pct": 186,
    },
    "placement": {
        "port_buffers": 11,
        "dpl.hpwl_microns": 572,
        "placement.setup.worst_slack_ns": -1.05,
        "placedCellCount": 95,
        "place_congestion": 0.746,
        "placedInstanceArea_sq_um": 414,
    },
    "logic_synthesis": {
        "simple_gate_area_share_pct": 31.0,
        "synth_warnings": 1,
        "ys_seq_share_pct": 0,
        "syn-mean-instance-area_sq_um": 6.37,
        "synth.mux.area_fraction_pct": 0,
        "parity_gate_share_of_the_synthesized_area_counting_xor_and_xnor_cells_pct": 0,
        "synthAoiAreaFrac_pct": 26.2,
        "ys_chip_area_sq_um": 210,
        "netlist_instances": 33,
        "post_synth_instance_area_sq_um": 210,
        "count_of_cell_types_in_the_netlist": 13,
        "adder_share_pct": 29.8,
        "cell_total_in_the_yosys_stat_output": 33,
        "synthTopLogicFamily": "simple AND/OR/NAND/NOR gates",
    },
    "power": {
        "total_leakage_power_nw": 0.259,
        "power.density_nw_per_um2": 369,
        "vdd_drop_max_v": 0.0000636,
        "power.total_mw": 0.221,
    },
    "worst_setup_path": {
        "critical_path.most_common_cell": "buf_6",
        "worst_setup_path_end_kind": "primary output",
        "cp_slowest_stage_delay_ns": 0.25,
        "path_max_fanout": 3,
        "cp.required_ns": 0.80,
        "worst_path_buffer_plus_inverter_count": 5,
        "critical_path_data_arrival_time_ns": 1.19,
        "critical-path-top-delay-family": "buffers and inverters",
        "worst_path_max_delay_cell": "or2b_1",
        "critical_path.cell_chain": "buf_8, buf_6, or2b_1, buf_6, a21oi_4, buf_4, a31oi_1, buf_2",
        "critPathKind": "primary input to primary output",
        "crit_path_start_kind": "primary input",
    },
    "outcome": {
        "failed_checks": "negative setup slack",
        "run_status": "finished, violations left",
    },
    "global_route": {
        "grtUsageTotal_pct": 2.82,
        "global_route.overflow_total": 0,
        "grt_pass1_wl_microns": 1530,
        "grt_max_degree": 11,
        "first_global_vias": 321,
        "number_of_antenna_violations_at_the_first_check_in_global_routing": 0,
    },
    "detailed_routing": {
        "totalWireLength_microns": 917,
        "detail_route.antenna_diodes": 0,
        "route.detailed.drc": 0,
        "wl_per_cell_microns": 8.65,
        "num_vias": 317,
        "drt_pass1_iterations": 2,
        "number_of_drc_violations_after_detailed_routing_iteration_0": 15,
        "route.antenna.remaining_nets": 0,
        "viasPerCell": 2.99,
    },
    "min_path": {
        "hp-class": "primary input to primary output",
    },
    "flow_run": {
        "number_of_openroad_warnings": 38,
        "max_cap_violations": 0,
    },
    "clock_network": {
        "holdBufCountCts": 0,
    },
}
what timing repair did:
action                                  in CTS  in global routing
buffers inserted                             9                  2
endpoints found under the setup margin       7                  7
endpoints found under the hold margin        0                  0
gates resized                               53                 22
pin swaps                                   10                  8
worst min-delay path, cell delays in order:
cell     delay (ns)
buf_2          0.19
o21ai_2        0.14
buf_2          0.09
final timing paths:
kind / start / end / slack [ns] / cells past startpoint
setup / recovery: NUM[1] / HEX[3] / -0.39 / 8
hold / removal: NUM[2] / HEX[4] / 0.81 / 3
Yosys cell counts (all sizes together):
library cell  instances  area [sq um]
a31oi                 1          6.26
inv                   3          11.3
or2                   1          6.26
or2b                  1          7.51
nand2                 2          7.51
ha                    5          62.6
buf                   2          16.3
nand2b                4          25.0
a21oi                 3          18.8
o21ai                 6          30.0
nor2                  5          18.8
layout by cell type (no fill, tap or decap), types with 2 or more instances in the layout:
master	instances
buf_2	5
buf_4	11
buf_6	9
clkbuf_2	2
ha_4	4
nand2b_1	2
nand2b_4	2
nor2_1	3
nor2_4	2
o21ai_1	3
o21ai_2	2
stage by stage:
stage	hold WS, ns	utilization, %
2_1_floorplan	0.488	-
3_3_place_gp	1.56	12.1
3_5_place_dp	1.55	12.1
4_1_cts	0.809	15.6
5_1_grt	0.842	17.6
6_report	0.810	17.6
where the power goes:
part	internal, mW	leakage (nW)	switching (mW)
Sequential	0	0	0
Combinational	0.132	0.259	0.0897
Clock	0	0	0
Total	0.132	0.259	0.0897
metal layers:
metal  GRT usage [%]  vias up  wire length (microns)
met5               0        -                      0
met2            4.74        8                    432
met3           0.568        0                     72
met4               0        0                      0
li1                -      161                      -
met1            3.82      148                    412
logic make-up (layout without fill, tap and decap cells):
family                   Yosys count  count (layout)
adder cells (fa/ha/maj)            5               5
AND/OR/NAND/NOR                   13              13
AND-OR/OR-AND                     10              10
buffers and inverters              5              32
cell type report:
cell class / instances / area [sq um] / area share (%)
inverters: 3 / 13.8 / 2.29
repair buffers: 29 / 243 / 40.4
multi-input cells: 28 / 287 / 47.7
well taps: 46 / 57.6 / 9.58
Power and IR drop assume default switching activity.
